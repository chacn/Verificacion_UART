File: flow/run.sh
#!/bin/bash
# OpenROAD 26Q1-2900-gdf79404cd8, Yosys 0.63+post, stock flow scripts
make -C /OpenROAD-flow-scripts/flow DESIGN_CONFIG=/design/flow/config.mk WORK_HOME=/design/flow/orfs finish
File: flow/config.mk
export PLATFORM = sky130hd
export DESIGN_NAME = UART
export DESIGN_NICKNAME = UART
export VERILOG_FILES = /design/flow/design.v
export SDC_FILE = /design/flow/constraint.sdc
export NUM_CORES = 4
export LEC_CHECK = 1
export CORE_UTILIZATION = 40
export SYNTH_HDL_FRONTEND = slang
File: flow/constraint.sdc
current_design UART

set clk_period 1.9
set clk_io_pct 0.2

create_clock -name clk0 -period $clk_period [get_ports {clk}]

set non_clock_inputs [all_inputs -no_clocks]
set_input_delay [expr $clk_period * $clk_io_pct] -clock clk0 $non_clock_inputs
set_output_delay [expr $clk_period * $clk_io_pct] -clock clk0 [all_outputs]
File: flow/design.v
package Definitions;
    function integer CeilLog2;
      input integer data;
      integer i,result;
      begin
         for(i=0; 2**i < data; i=i+1)
            result = i + 1;
         CeilLog2 = result;
      end
   endfunction
 endpackage
module CounterParameter
#(
	parameter Maximum_Value = 9,
	parameter NBitsForCounter = CeilLog2(Maximum_Value)
)
(
	input clk,
	input reset,
	input enable,
	input SyncReset,
	output Flag,
	output[NBitsForCounter-1:0] Counting
);
bit MaxValue_Bit;
logic [NBitsForCounter-1 : 0] Counting_logic;
	always_ff@(posedge clk or negedge reset) begin
		if (reset == 1'b0)
			Counting_logic <= {NBitsForCounter{1'b0}};
		else begin
				if(enable == 1'b1) begin
					if(SyncReset == 0)
						Counting_logic <= Counting + 1'b1;
					else
						Counting_logic <= 0;
				end
		end
	end
always_comb
	if(Counting_logic == Maximum_Value-1)
		MaxValue_Bit = 1;
	else
		MaxValue_Bit = 0;
assign Flag = MaxValue_Bit;
assign Counting = Counting_logic;
     function integer CeilLog2;
       input integer data;
       integer i,result;
       begin
          for(i=0; 2**i < data; i=i+1)
             result = i + 1;
          CeilLog2 = result;
       end
    endfunction
endmodule
module ONEshot(
 input in,
 input clk,
 input reset,
 output out
);
bit outR12R2_wire;
bit outR2_wire;
 Register
#(	.Word_Length(1))		 R1
(
	.clk(clk),
	.reset(reset),
	.Data_Input(in),
	.enable(1'b1),
	.sync_reset(1'b0),
	.Data_Output(outR12R2_wire)
);
 Register
#(.Word_Length(1))		 R2
(
	.clk(clk),
	.reset(reset),
	.Data_Input(outR12R2_wire),
	.enable(1'b1),
	.sync_reset(1'b0),
	.Data_Output(outR2_wire)
);
assign out = outR12R2_wire & ~outR2_wire;
endmodule
module syncronizer
(
  input asynch,
  input clk,
  input rst,
  output synch
  );
  bit meta_wire;
  Register
#(.Word_Length(1))     REGISTER_1
 (
   .clk(clk),
   .reset(rst),
   .Data_Input(asynch),
   .enable(1'b1),
   .sync_reset(1'b0),
   .Data_Output(meta_wire)
 );
 Register
  #(.Word_Length(1))     REGISTER_2
  (
    .clk(clk),
    .reset(rst),
    .Data_Input(meta_wire),
    .enable(1'b1),
    .sync_reset(1'b0),
    .Data_Output(synch)
  );
endmodule
import Definitions ::*;
module UART
#(parameter WORD_LENGHT = 8, FREQUENCY = 50000000, BAUDRATE = 9600 )
(
  input clk,
  input rst,
  input Rx_in,
  input [WORD_LENGHT-1:0] Tx_in,
  input send,
  input clear_interrupt,
  output [WORD_LENGHT-1:0]Rx_out,
  output Tx_out,
  output new_Rx,
  output Rx_error,
  output Tx_ready,
  output test
  );
  bit baudrate_clk;
  bit one_shot_send;
   Clk_Divider
  #(	.Freq_in(FREQUENCY), .Freq_out(BAUDRATE))    BAUDRATE_GENERATOR
  (
  .clk_FPGA(clk),
  .reset(rst),
  .clk_signal(baudrate_clk)
  );
  	ONEshot					ONE_SHOT_START
	(
		 .in(send),
		 .clk(baudrate_clk),
		 .reset(rst),
		 .out(one_shot_send)
	);
  UART_TX
  #(.WORD_LENGHT(WORD_LENGHT))      TRANSMITTER
  (
    .clk(baudrate_clk),
    .rst(rst),
    .Tx_in(Tx_in),
    .send(one_shot_send),
    .Tx_out(Tx_out),
    .Tx_ready(Tx_ready)
    );
   UART_RX
   #(.WORD_LENGHT(WORD_LENGHT)) RECEPTION
   (
     .clk(baudrate_clk),
     .rst(rst),
     .RX_in(Rx_in),
     .clear_interrupt(clear_interrupt),
     .RX_out(Rx_out),
     .received(new_Rx),
	  .Rx_error(Rx_error)
     );
	  assign test = baudrate_clk;
endmodule
import Definitions ::*;
module UART_RX
#(parameter WORD_LENGHT = 8)
(
  input clk,
  input rst,
  input RX_in,
  input clear_interrupt,
  output [WORD_LENGHT-1:0]RX_out,
  output received,
  output Rx_error
  );
  bit baudrate_clk;
  bit synch_RX;
  bit RX_counter_enable_wire;
  bit RX_flag_wire;
  bit [CeilLog2(WORD_LENGHT+2)-1:0] RX_count_wire;
  bit RX_shift_register_enable_wire;
  bit [WORD_LENGHT+1:0]RX_shift_register_out_wire;
  bit parity_wire;
  bit received_out_wire;
  bit received_wire;
  syncronizer     SYNCH
  (
    .asynch(RX_in),
    .clk(clk),
    .rst(rst),
    .synch(synch_RX)
    );
assign RX_counter_enable_wire = RX_shift_register_enable_wire | ~synch_RX;
CounterParameter
#(.Maximum_Value(WORD_LENGHT+2))      RX_COUNTER
(
	.clk(clk),
	.reset(rst),
	.enable(RX_counter_enable_wire),
	.SyncReset(RX_flag_wire),
	.Flag(RX_flag_wire),
	.Counting(RX_count_wire)
);
assign RX_shift_register_enable_wire = |RX_count_wire;     
Register
 #(.Word_Length(WORD_LENGHT+1))     RX_REGISTER
 (
   .clk(clk),
   .reset(rst),
   .Data_Input( {synch_RX, RX_shift_register_out_wire[WORD_LENGHT:1]} ),
   .enable(RX_shift_register_enable_wire),
   .sync_reset(1'b0),
   .Data_Output(RX_shift_register_out_wire)
 );
 assign received_wire = RX_flag_wire & ~parity_wire;
 Register
  #(.Word_Length(1))     INTERRUPT_REGISTER
  (
    .clk(clk),
    .reset(rst),
    .Data_Input(received_wire),
    .enable(RX_flag_wire),
    .sync_reset(clear_interrupt),
    .Data_Output(received_out_wire)
  );
assign parity_wire = ^{synch_RX, RX_shift_register_out_wire[WORD_LENGHT:1]};
assign received = received_out_wire;
assign RX_out = RX_shift_register_out_wire[WORD_LENGHT-1:0];
assign Rx_error = parity_wire & RX_flag_wire;
 endmodule
import Definitions ::*;
module UART_TX
#(parameter WORD_LENGHT = 8)
(
  input clk,
  input rst,
  input [WORD_LENGHT-1:0] Tx_in,
  input send,
  output Tx_out,
  output Tx_ready
  );
  localparam  REGISTER_SIZE = WORD_LENGHT+3, COUNTER_BITS = CeilLog2(REGISTER_SIZE+1);
  bit counter_enable_wire;
  bit counter_rst_flag;
  bit [COUNTER_BITS-1:0]Tx_count_wire;
  bit parity_bit_wire;
  bit Tx_shift_register_load_wire;
  bit Tx_shift_register_shift_wire;
  bit [REGISTER_SIZE-1:0]Tx_shift_register_out_wire;
  assign counter_enable_wire = Tx_shift_register_shift_wire | (send & Tx_ready);
  CounterParameter
  #(.Maximum_Value(REGISTER_SIZE+1))      TX_COUNTER
  (
  	.clk(clk),
  	.reset(rst),
  	.enable(counter_enable_wire),
  	.SyncReset(counter_rst_flag),
  	.Flag(counter_rst_flag),
  	.Counting(Tx_count_wire)
  );
  assign parity_bit_wire = ^Tx_in;
  assign Tx_shift_register_load_wire = ~Tx_shift_register_shift_wire;     
  assign Tx_shift_register_shift_wire = |Tx_count_wire;       
  Shift_Register_right
   #(.Word_Length(REGISTER_SIZE))     TX_REGISTER
   (
     .clk(clk),
     .reset(rst),
     .Data_Input( {1'b1, parity_bit_wire, Tx_in,1'b0} ),
     .load(Tx_shift_register_load_wire),
     .shift(Tx_shift_register_shift_wire),
     .sync_rst(1'b0),
     .Data_Output(Tx_shift_register_out_wire)
   );
  assign Tx_ready = ~|Tx_shift_register_shift_wire;
  assign Tx_out = (Tx_ready | Tx_shift_register_out_wire[0]);
endmodule
module Clk_Divider
#(
	parameter Freq_in = 50000000, Freq_out = 100
)
(
input clk_FPGA,
input reset,
output clk_signal
);
parameter frequency = Freq_in/Freq_out;
logic [CeilLog2(frequency)-1:0] counter_reg;
logic clk_signal_wire;
always_ff @(posedge clk_FPGA, negedge reset)
begin
	if (reset == 1'b0)
		counter_reg <= 1'b0;
	else begin
		if(counter_reg == frequency-1)
			counter_reg <= 1'b0;
		else
			counter_reg <= counter_reg + 1;
	end
end
always_comb 
begin
		if(counter_reg < frequency/2)
			clk_signal_wire = 1;
		else
			clk_signal_wire = 0;
end
assign clk_signal = clk_signal_wire;
     function integer CeilLog2;
       input integer data;
       integer i,result;
       begin
          for(i=0; 2**i < data; i=i+1)
             result = i + 1;
          CeilLog2 = result;
       end
    endfunction
endmodule 
 module Register
#(
	parameter Word_Length = 8
)
(
	input clk,
	input reset,
	input [Word_Length-1:0] Data_Input,
	input enable,
	input sync_reset,
	output [Word_Length-1:0] Data_Output
);
logic  [Word_Length-1:0] Data_logic;
always_ff@(posedge clk or negedge reset) begin: ThisIsARegister
	if(reset == 1'b0)
		Data_logic <= 0;
	else
		if(sync_reset == 1)
			Data_logic <= 0;
		else if(enable == 1)
			Data_logic <= Data_Input;
		else
			Data_logic <= Data_logic;
end: ThisIsARegister
assign Data_Output = Data_logic;
endmodule
 module Shift_Register_right
#(
	parameter Word_Length = 8
)
(
	input clk,
	input reset,
	input [Word_Length-1:0] Data_Input,
	input load,
	input shift,
	input sync_rst,
	output [Word_Length-1:0]Data_Output
);
logic [Word_Length-1:0]Data_logic;
always_ff@(posedge clk or negedge reset) begin: ThisIsARegister
	if(reset == 1'b0)
		Data_logic <= 0;
	else
		if(shift == 1)
			Data_logic <= Data_logic >> 1;
		else if (load == 1)
			Data_logic <= Data_Input;
		else
			Data_logic <= Data_logic;
end: ThisIsARegister
assign Data_Output = Data_logic;
endmodule
==> GITHUB_STEP_SUMMARY <==
## Synthesis and layout report

| Metric | Value |
|---|---|
| Max transition margin | 44.5% |
| Count of unclocked register or latch pins | 33 |
| Violation count after the first detailed-routing iteration | 43 |
| CTS root buf | sky130_fd_sc_hd__clkbuf_8 |
| Clock slew seen by the registers of the worst setup and hold paths | 0.05 ns |
| Total clock buffers created by CTS | 3 |
| Outcome | finished, final reports clean |
| Number of distinct library cells after synthesis | 37 |
| Vias/cell | roughly 4.8 |
| Initial cell density of the core | 41.7% |
| Total tool warning count | 26 |
| Transition time at the pin with the least slew margin | approximately 0.83 ns |
| Horizontal die size | about 75 um |
| Final period util | a little over 90% |
| Final-report setup violation count | 0 |
| Sequential group share of total power | around 47% |
| Crit. Startpoint | BAUDRATE_GENERATOR.counter_reg[6] |
| Path class of the lowest-slack min-delay path | input pin to async pin |
| Ys Warns | 0 |
| Die height | 75.0 um |
| Total congestion overflow | 0 |
| Flops out of synthesis | between 40 and 50 |
| Count of buffers from port buffering | 25 |
| Post-place setup slack | -0.00190 ns |
| Sw frac | about a fifth |
| Leading register cell type out of synthesis | sky130_fd_sc_hd__dfrtn_1 |
| Combinational power share | between 10% and 20% |
| Diode count | 0 |
| Critical path start-end classification | flop to output port |
| Cell type with the largest total area after synthesis | sky130_fd_sc_hd__dfrtn_1 |
| Maximum net fanout on the critical path | 2 |
| Post-layout utilization of the core | slightly below 50% |
| Area share, top type | about two fifths |
| Area delta synth->final | 18.3% |
| Sw power | between 100 and 150 uW |
| Pin count of the biggest net entering global routing | 34 |
| Post-synth tally of flip-flops with integrated enable | 0 |
| Fmax | 0.564 GHz |
| Global router's overall resource usage | roughly an eighth |
| Number of global-route vias before repair | roughly 1,300 |
| Standard-cell row count | 26 |
| Number of max-slew violations in the final report | 0 |
| Detailed-route DRC error count | 0 |
| CP Capture Type | output port |
| H-tree level count | 1 |
| Clock network fraction of design power | between 30% and 40% |
| Multi-input logic area | roughly 900 sq um |
| Total via count in the routed design | 1,324 |
| Number of unconstrained endpoints | 45 |
| Core Footprint | around 0.005 sq mm |
| Routed wire length | 3.22 mm |
| Post-layout power | 586 uW |
| TritonCTS clock tree | built |
| Fraction of layout cells with a size suffix above 1 | between 10% and 20% |
| Post-synthesis area per instance | between 10 and 15 sq um |
| Required time of the worst setup path | 1.52 ns |
| Number of flip-flops under the largest register name | 13 |
| Yosys-reported design area after synthesis | around 0.0021 sq mm |
| Max IR drop VDD | 0.000395 V |
| Worst EP arrival | 1.39 ns |
| Late-Pin Clk Latency | 0.23 ns |
| RSZ-0062 raised after global routing | false |
| Iteration count of the initial detailed-routing pass | 4 |
| Total Die Area | roughly 0.0056 sq mm |
| Final critical path time including I/O delays and setup | around 1.8 ns |
| Post-synthesis instance area | between 0.002 and 0.0025 sq mm |
| Average wire length per cell after detail routing | 11.7 um |
| Number of nets with antenna violations after detailed routing | 0 |
| Number of max-capacitance violations reported | 0 |
| Antenna violations before repair | 0 |
| Final hold violation count | 0 |
| Final critical-path setup slack | between 0.1 and 0.15 ns |
| Origin of the critical flop-to-flop path | BAUDRATE_GENERATOR.counter_reg[0] |
| Buffer depth of the longest clock path | 2 |
| Internal portion of total power | roughly 460 uW |
| Power Density | between 200 and 250 mW/mm^2 |
| Number of filler instances in the final layout | ~430 |
| Detailed-placement wirelength estimate | 2.42 mm |
| Ranking of synthesized cells by area | sky130_fd_sc_hd__dfrtn_1 (39%), sky130_fd_sc_hd__dfrtp_1 (15%), sky130_fd_sc_hd__mux2_2 (7.4%) |
| Worst clock skew | ~0.0017 ns |
| Worst hold slack | approximately 0.15 ns |
| Cell count in the Yosys report | between 150 and 200 |
| Share of flip-flops with an asynchronous set or reset after synthesis | ~100% |
| First-pass GRT wire length | between 5 and 6 mm |
| Number of ports placed on the die boundary | 26 |
| Post-CTS Hold Buffers | 0 |
| Synth Seq Share | 54.0% |
| Number of standard cells after synthesis | ~180 |
| Kind of start point of the critical path | flop |
| Footprint of the flip-flops and latches | between 0.001 and 0.0015 sq mm |
| Leakage power | approximately 0.0011 uW |
| Final RePlAce weighted congestion | ~0.86 |
## cells in the mapped netlist (2+ instances only)
master / instances
sky130_fd_sc_hd__buf_2: 2
sky130_fd_sc_hd__nor2b_1: 2
sky130_fd_sc_hd__a22o_1: 2
sky130_fd_sc_hd__nor3_1: 3
sky130_fd_sc_hd__nand2_1: 8
sky130_fd_sc_hd__ha_1: 3
sky130_fd_sc_hd__dfrtn_1: 33
sky130_fd_sc_hd__nand4_1: 5
sky130_fd_sc_hd__mux2_2: 14
sky130_fd_sc_hd__xnor3_1: 2
sky130_fd_sc_hd__and3_1: 2
sky130_fd_sc_hd__xor2_1: 7
sky130_fd_sc_hd__xnor2_1: 14
sky130_fd_sc_hd__mux2_1: 4
sky130_fd_sc_hd__inv_1: 5
sky130_fd_sc_hd__buf_4: 7
sky130_fd_sc_hd__o21ai_0: 6
sky130_fd_sc_hd__clkbuf_1: 3
sky130_fd_sc_hd__nand3_1: 7
sky130_fd_sc_hd__a21oi_1: 7
sky130_fd_sc_hd__dfrtp_1: 13
sky130_fd_sc_hd__nand2b_1: 2
sky130_fd_sc_hd__a21o_1: 2
sky130_fd_sc_hd__nor2_1: 10
## kinds of logic (layout without fill, tap and decap cells)
kind of cell    after synthesis  in the layout  share of synthesized area, %
simple gates                 48             48                          13.3
flops                        46             46                          54.0
xor+xnor                     23             23                          10.7
mux                          20             20                          10.6
compound gates               19             19                          5.22
buf+inv                      17             45                          4.34
fa+ha+maj                     3              3                          1.76
## per-stage QoR
step / TNS, ns / cell area (sq um) / std cells
floorplan: 0 / 2130 / 176
global placement: 0 / 2470 / 269
detailed placement: -0.00190 / 2470 / 269
CTS: 0 / 2520 / 274
global route: 0 / 2520 / 274
finish: 0 / 2520 / 274
## path summary, 6_finish.rpt
path | to | slack, ns | cells after the start
max reg2reg | BAUDRATE_GENERATOR.counter_reg[0] | 0.34 | 6
min | BAUDRATE_GENERATOR.counter_reg[7] | 0.15 | 1
min in group clk0 | BAUDRATE_GENERATOR.counter_reg[5] | 0.49 | 1
min reg2reg | BAUDRATE_GENERATOR.counter_reg[5] | 0.49 | 1
max in group asynchronous | BAUDRATE_GENERATOR.counter_reg[1] | 1.38 | 1
max | test | 0.13 | 5
## area by class of cell
class | count | share of cell area [%]
Inverter | 5 | 0.744
Sequential cell | 46 | 45.6
Multi-Input combinational cell | 113 | 35.4
Clock buffer | 4 | 1.79
Timing Repair Buffer | 36 | 12.9
Tap cell | 70 | 3.47
## power groups by stage
stage | combinational, uW | sequential [uW] | clock, uW
final | 74.2 | 278 | 234
after global routing | 83.3 | 277 | 255
after CTS | 76.8 | 278 | 242
## layout by cell type, fill, tap and decap left out, types with 2 or more instances in the layout
cell type                         instances
sky130_fd_sc_hd__nand2b_1                 2
sky130_fd_sc_hd__nor2b_1                  2
sky130_fd_sc_hd__mux2_1                   4
sky130_fd_sc_hd__and3_1                   2
sky130_fd_sc_hd__mux2_2                  14
sky130_fd_sc_hd__nor3_1                   2
sky130_fd_sc_hd__nand4_1                  5
sky130_fd_sc_hd__xnor3_1                  2
sky130_fd_sc_hd__buf_4                   11
sky130_fd_sc_hd__a21o_1                   2
sky130_fd_sc_hd__nand2_1                  8
sky130_fd_sc_hd__a21oi_1                  7
sky130_fd_sc_hd__xnor2_1                 14
sky130_fd_sc_hd__o21ai_0                  5
sky130_fd_sc_hd__inv_1                    5
sky130_fd_sc_hd__dfrtp_1                 13
sky130_fd_sc_hd__nand3_1                  7
sky130_fd_sc_hd__a22o_1                   2
sky130_fd_sc_hd__clkbuf_8                 3
sky130_fd_sc_hd__xor2_1                   7
sky130_fd_sc_hd__nor2_1                  10
sky130_fd_sc_hd__ha_1                     3
sky130_fd_sc_hd__clkdlybuf4s50_1         23
sky130_fd_sc_hd__dfrtn_1                 33
## layer usage
metal	part of all wire (%)	track usage [%]	wire, um	vias up
met5	0	0	0	-
met4	0	0.839	0	0
met3	2.5	1.09	82	0
met2	49	23.4	1580	19
met1	48	19.1	1560	650
li1	-	-	-	655
## critical path, stage by stage (launching register included)
cell and delay [ns]:
sky130_fd_sc_hd__dfrtp_1 0.38, sky130_fd_sc_hd__nor3_2 0.18, sky130_fd_sc_hd__o21ai_1 0.10, sky130_fd_sc_hd__a21o_1 0.18, sky130_fd_sc_hd__a21oi_1 0.12, sky130_fd_sc_hd__dlygate4sd2_1 0.21
## repair_timing
| item | 4_1_cts | 5_1_grt |
|---|---|---|
| buffers inserted | 1 | 0 |
| endpoints found under the setup margin | 1 | 0 |
| hold endpoints to repair | 0 | 0 |
| gates resized | 3 | 0 |
Power and IR drop assume default switching activity.
